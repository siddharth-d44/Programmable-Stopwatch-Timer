--- flow/design.v ---
`timescale 1ns / 1ps
module clk_divider (
    input clk_in,         
    input rst,            
    output reg clk_10ms_tick  
);
localparam MAX_COUNT = 20'd999999;
reg [19:0] counter = 20'b0;
always @(posedge clk_in or posedge rst) begin
    if (rst) begin
        counter <= 24'b0;
        clk_10ms_tick <= 1'b0;
    end else begin
        if (counter == MAX_COUNT) begin
            counter <= 24'b0;
            clk_10ms_tick <= 1'b1;  
        end else begin
            counter <= counter + 1'b1;
            clk_10ms_tick <= 1'b0;
        end
    end
end
endmodule
module seven_seg_decoder (
    input [3:0] bcd_in,  
    output reg [6:0] seg  
);
always @(*) begin
    case (bcd_in)
        4'd0: seg = 7'b1000000;  
        4'd1: seg = 7'b1111001;  
        4'd2: seg = 7'b0100100;  
        4'd3: seg = 7'b0110000;  
        4'd4: seg = 7'b0011001;  
        4'd5: seg = 7'b0010010;  
        4'd6: seg = 7'b0000010;  
        4'd7: seg = 7'b1111000;  
        4'd8: seg = 7'b0000000;  
        4'd9: seg = 7'b0010000;  
        default: seg = 7'b1111111;  
    endcase
end
endmodule
module stopwatch_timer (
    input clk,              
    input btn_start_stop,   
    input btn_reset,        
    input [1:0] sw_mode,    
    input [7:0] sw_preset,  
    output [3:0] an,        
    output [6:0] seg,        
    output reg dp            
);
reg [3:0] msec_ones = 4'b0000;  
reg [3:0] msec_tens = 4'b0000;  
reg [3:0] sec_ones  = 4'b0000;  
reg [3:0] sec_tens  = 4'b0000;  
wire clk_10ms_tick;
reg btn_ss_prev = 1'b0;
reg btn_rst_prev = 1'b0;
wire btn_ss_press = btn_start_stop && !btn_ss_prev;  
wire btn_rst_press = btn_reset && !btn_rst_prev;  
always @(posedge clk) begin
    btn_ss_prev <= btn_start_stop;
    btn_rst_prev <= btn_reset;
end
localparam S_IDLE       = 3'b000;
localparam S_COUNT_UP   = 3'b001;
localparam S_COUNT_DOWN = 3'b010;
reg [2:0] current_state = S_IDLE;
reg [2:0] next_state = S_IDLE;
clk_divider divider (.clk_in(clk), .rst(1'b0), .clk_10ms_tick(clk_10ms_tick));
always @(*) begin
    next_state = current_state;  
    case (current_state)
        S_IDLE: begin
            if (btn_ss_press) begin
                if (sw_mode[0] == 1'b0)  
                    next_state = S_COUNT_UP;
                else  
                    next_state = S_COUNT_DOWN;
            end
        end
        S_COUNT_UP, S_COUNT_DOWN: begin
            if (btn_ss_press) begin
                next_state = S_IDLE;  
            end
            else if (current_state == S_COUNT_UP && sec_tens == 4'd9 && sec_ones == 4'd9 && msec_tens == 4'd9 && msec_ones == 4'd9) begin
                next_state = S_IDLE;
            end
            else if (current_state == S_COUNT_DOWN && sec_tens == 4'd0 && sec_ones == 4'd0 && msec_tens == 4'd0 && msec_ones == 4'd0) begin
                next_state = S_IDLE;
            end
        end
    endcase
end
always @(posedge clk) begin
    if (btn_rst_press) begin
        current_state <= S_IDLE;
        if (sw_mode[1] == 1'b0) begin  
            if (sw_mode[0] == 1'b0) begin  
                {sec_tens, sec_ones, msec_tens, msec_ones} <= 16'b0;
            end
            else begin  
                sec_tens <= 4'd9;
                sec_ones <= 4'd9;
                msec_tens <= 4'd9;
                msec_ones <= 4'd9;
            end
        end 
        else begin  
            sec_tens <= sw_preset[7:4];
            sec_ones <= sw_preset[3:0];
            msec_tens <= 4'b0000;  
            msec_ones <= 4'b0000;
        end
    end 
    else begin
        current_state <= next_state;
        if (clk_10ms_tick) begin
            if (current_state == S_COUNT_UP) begin
                if (msec_ones == 4'd9) begin
                    msec_ones <= 4'd0;
                    if (msec_tens == 4'd9) begin
                        msec_tens <= 4'd0;
                        if (sec_ones == 4'd9) begin
                            sec_ones <= 4'd0;
                            if (sec_tens < 4'd9) sec_tens <= sec_tens + 1'b1;
                        end else begin
                            sec_ones <= sec_ones + 1'b1;
                        end
                    end else begin
                        msec_tens <= msec_tens + 1'b1;
                    end
                end else begin
                    msec_ones <= msec_ones + 1'b1;
                end
            end
            else if (current_state == S_COUNT_DOWN) begin
                if (msec_ones == 4'd0) begin
                    msec_ones <= 4'd9;
                    if (msec_tens == 4'd0) begin
                        msec_tens <= 4'd9;
                        if (sec_ones == 4'd0) begin
                            sec_ones <= 4'd9;
                            if (sec_tens > 4'd0) sec_tens <= sec_tens - 1'b1;
                        end else begin
                            sec_ones <= sec_ones - 1'b1;
                        end
                    end else begin
                        msec_tens <= msec_tens - 1'b1;
                    end
                end else begin
                    msec_ones <= msec_ones - 1'b1;
                end
            end
        end
    end
end
localparam MUX_COUNT = 18'd50000;  
reg [17:0] mux_counter = 18'b0;
reg [1:0] digit_select = 2'b00;  
always @(posedge clk) begin
    if (mux_counter == MUX_COUNT) begin
        mux_counter <= 18'b0;
        digit_select <= digit_select + 1'b1;  
    end else begin
        mux_counter <= mux_counter + 1'b1;
    end
end
reg [3:0] current_bcd;
reg [3:0] an_reg;
assign an = ~an_reg;  
always @(*) begin
    dp = 1'b1;
    case (digit_select)
        2'b00: begin  
            current_bcd = msec_ones;
            an_reg = 4'b0001;  
        end
        2'b01: begin  
            current_bcd = msec_tens;
            an_reg = 4'b0010;  
        end
        2'b10: begin  
            current_bcd = sec_ones;
            an_reg = 4'b0100;  
            dp = 1'b0;
        end
        2'b11: begin  
            current_bcd = sec_tens;
            an_reg = 4'b1000;  
        end
        default: begin  
            current_bcd = 4'b0000;
            an_reg = 4'b0000;
        end
    endcase
end
seven_seg_decoder decoder (
    .bcd_in(current_bcd),
    .seg(seg)
);
endmodule
--- flow/run.sh ---
#!/bin/bash
# OpenROAD 26Q1-2900-gdf79404cd8, Yosys 0.63+post, stock flow scripts
make -C /OpenROAD-flow-scripts/flow DESIGN_CONFIG=/design/flow/config.mk WORK_HOME=/design/flow/orfs finish
--- flow/config.mk ---
export PLATFORM = sky130hd
export DESIGN_NAME = stopwatch_timer
export DESIGN_NICKNAME = stopwatch_timer
export VERILOG_FILES = /design/flow/design.v
export SDC_FILE = /design/flow/constraint.sdc
export NUM_CORES = 4
export LEC_CHECK = 1
export CORE_UTILIZATION = 40
--- flow/constraint.sdc ---
current_design stopwatch_timer

set clk_period 4.1
set clk_io_pct 0.2

create_clock -name clk0 -period $clk_period [get_ports {clk}]

set non_clock_inputs [all_inputs -no_clocks]
set_input_delay [expr $clk_period * $clk_io_pct] -clock clk0 $non_clock_inputs
set_output_delay [expr $clk_period * $clk_io_pct] -clock clk0 [all_outputs]
==> out/results.ini <==
[worst_setup_path]
cp_max_fo=6
critical_path_class=reg -> out
cp_data_required_time_ps=3280
critPathCaptureType=output pin
cp-start-kind=flip-flop
arrival_ps=2680

[hold_path]
min_path_type=reg -> reg

[final_timing]
fin_crit_sh=0.8535
tns_ps=0
period_needed_ps=3499
slew_headroom=0.4337
slew_viol_final=0
final_hold_viol_count=0
clock.fmax_mhz=285.8
layout_setup_ws_ps=600.6
worst_pin_slew_ps=837.6
rsz0062_at_grt=no
setup_viol=0
clock-skew-final_ps=10.96

[placement]
place_congestion=0.7919
dp_hpwl_mm=5.164
place_area_sq_um=3911
dpl_worst_slack_ps=966.3
portBuffers=24
placed_cells=526

[synth]
ys_sh_xor=0.07764
ys_sh_mux=0.03120
ys_cells=414
synth-edff-count=18
ys_sh_adder=0.05754
async_reset_ff_frac=0
ys_area_sq_um=3610
synth_area_leader_cell=dfxtp_1
yosys-dominant-comb-family=simple AND/OR/NAND/NOR gates
syn-instance-count=414
ff_type=dfxtp_1
synthDistinctLibCells=54
synth_area_sq_um=3610
synth.avg_cell_area_sq_um=8.719
ys_ff=61
synth_top_area_share=0.2385
synth-compound-area-share=0.1477
synth_seq_share=0.3882
simple_gate_share=0.2451
topCellsByArea=dfxtp_1, edfxtp_1, ha_1
yosys_warnings=3

[outcome]
status=finished clean

[cells_and_area]
stdcell_area_sq_um=4099
area_growth_pct=13.55
layout-drive-gt1-share=0.05991
fin_cells=542

[power]
p_comb_frac=0.134
peakVddDrop_v=0.0001523
switchingPower_w=0.0003495
swShare=0.2588
clock_power_share=0.371
p_int_w=0.001001
p_seq_frac=0.495
cellPowerDensity_nw_per_um2=329.5
p_leak_nw=1.472

[clocking]
cts_tree=built
cts_root_buffer=clkbuf_8
clk_pin_slew_ps=60
h-tree-depth=3
cts_sinks=61
cts_resized=0
clock_latency_ps=340
hold_buffers=0
clock_path_buffers=2
postCtsSetupRepairBufs=0
numCtsBuffers=9

[detailed_routing]
viasPerCell=5.443
drc=0
wl_per_cell_um=13.44
antenna_left=0
vias=2950
drt_iter0_drc=188
first_pass_iters=4
finalWirelength_mm=7.286
diodes=0

[die]
die-area_sq_um=9408
fp_util=0.4139
rows=34
die_y_um=97.00
die_x_um=97.00
coreArea_sq_um=8721
io_pins=25

[grt]
grt_pass1_wl_mm=13.04
grt_max_degree=23
overflow=0
grt_pass1_vias=2828
grt_usage=0.1690
antenna_found_initial=0

[run]
warnings=33
maxCapViolations=0

sequential cells by signal, indices dropped and copies added (netlist names), 2 cells and up:
register,flops
digit_select,2
divider.counter,20
mux_counter,18
msec_tens,4
sec_ones,4
sec_tens,4
msec_ones,4
current_state,2
per-layer routing:
| layer | vias up | GRT usage | part of all wire |
|---|---|---|---|
| met2 | 71 | 0.2530 | 0.43 |
| met1 | 1328 | 0.2657 | 0.51 |
| met5 | - | 0 | 0 |
| li1 | 1539 | - | - |
| met3 | 12 | 0.03162 | 0.048 |
| met4 | 0 | 0.03100 | 0.018 |
cell type report:
class	instances	area, sq um
fill	797	4622
multi-input combinational	305	2018
sequential	61	1401
timing repair buffer	27	262.8
clock buffer	13	170.2
tap	108	135.1
inverter	25	93.84
clock inverter	3	17.52
worst max-delay path: stages (launching register included):
cell             delay (ps)
edfxtp_1                420
inv_1                   130
ha_1                    240
a222oi_1                120
a21oi_1                 420
inv_1                   130
ha_1                    300
nand2_1                  50
nand3_1                  90
clkdlybuf4s50_1         450
cells by family after synthesis:
logic type                 count (synthesis)
xor gates and xnor gates                  32
buffers and inverters                     48
muxes                                     11
AOI/OAI and AO/OA                         85
adders and majority gates                 16
DFF                                       61
and+or+nand+nor                          161
cell usage in the layout, fill, tap and decap left out, types with 11 or more instances in the layout:
cell	instances
xnor2_1	21
nand3_1	29
a21oi_1	25
xor2_1	11
nor2_1	28
edfxtp_1	18
nand2_1	29
clkdlybuf4s50_1	24
ha_1	15
o21ai_0	22
inv_1	24
dfxtp_1	43
final timing paths:
check                                                     from                             end  slack (ps)  cells past startpoint
worst max-delay path                 digit_select[0]$_DFFE_PN_                          seg[3]         600                      9
worst min register to register  divider.counter[18]$_SDFF_PP0_  divider.counter[18]$_SDFF_PP0_         460                      1
worst min-delay path            divider.counter[18]$_SDFF_PP0_  divider.counter[18]$_SDFF_PP0_         460                      1
worst max register to register   current_state[1]$_SDFFE_PP0P_           sec_tens[3]$_DFFE_PP_        1090                      7
per-stage QoR:
stage	utilization	power [W]	hold slack [ps]
after floorplan	-	0.0008060	426.5
after global placement	0.4485	0.0008588	447.6
after detailed placement	0.4485	0.0008620	452.5
after CTS	0.4700	0.001365	465.2
after global routing	0.4700	0.001422	485.9
final	0.4700	0.001350	460.0
synthesized netlist by cell type (all sizes together) (2+ instances only):
| cell | count |
|---|---|
| a211oi | 6 |
| a21boi | 4 |
| a21oi | 25 |
| a222oi | 4 |
| a2bb2oi | 2 |
| a311oi | 2 |
| a31oi | 7 |
| and2 | 3 |
| and3 | 9 |
| and4 | 3 |
| buf | 4 |
| clkbuf | 19 |
| dfxtp | 43 |
| edfxtp | 18 |
| ha | 15 |
| inv | 25 |
| mux2 | 2 |
| mux2i | 9 |
| nand2 | 29 |
| nand2b | 4 |
| nand3 | 30 |
| nand3b | 3 |
| nand4 | 8 |
| nand4b | 5 |
| nor2 | 28 |
| nor2b | 7 |
| nor3 | 7 |
| nor4 | 10 |
| nor4b | 5 |
| o211ai | 3 |
| o21ai | 22 |
| o22ai | 2 |
| o311ai | 2 |
| o31ai | 2 |
| or3 | 4 |
| or4 | 2 |
| xnor2 | 21 |
| xor2 | 11 |
power groups by stage:
stage	clock network, W	logic (W)	registers, W
CTS	0.000515	0.000182	0.000668
global route	0.000543	0.000207	0.000672
finish	0.000500	0.000181	0.000669
Power figures rest on the tool's default switching activity, not on a simulated workload.
